--- design.v ---
module RF_MUX32x1 (
    output reg [31:0] P,       
    input [4:0] S,             
    input [31:0] R0,R1,R2,R3,  
                 R4,R5,R6,R7, 
                 R8,R9,R10,R11,
                 R12,R13,R14,R15,
                 R16,R17,R18,R19,
                 R20,R21,R22,R23,
                 R24,R25,R26,R27,
                 R28,R29,R30,R31     
);
    always @(*) begin
        case (S)
            5'b00000: P = R0;
            5'b00001: P = R1;  
            5'b00010: P = R2;
            5'b00011: P = R3;
            5'b00100: P = R4;
            5'b00101: P = R5;
            5'b00110: P = R6;
            5'b00111: P = R7;
            5'b01000: P = R8;
            5'b01001: P = R9;
            5'b01010: P = R10;
            5'b01011: P = R11;
            5'b01100: P = R12;
            5'b01101: P = R13;
            5'b01110: P = R14;
            5'b01111: P = R15;
            5'b10000: P = R16;
            5'b10001: P = R17;
            5'b10010: P = R18;
            5'b10011: P = R19;
            5'b10100: P = R20;
            5'b10101: P = R21;
            5'b10110: P = R22;
            5'b10111: P = R23;
            5'b11000: P = R24;
            5'b11001: P = R25;
            5'b11010: P = R26;
            5'b11011: P = R27;
            5'b11100: P = R28;
            5'b11101: P = R29;
            5'b11110: P = R30;
            5'b11111: P = R31;
        endcase 
    end
endmodule
module RF_DECODER5x32 (
    output reg [31:0] O,  
    input [4:0] D,        
    input E               
);
    always @* begin
        if (E == 0) 
            O = 32'b0;
        else begin
            case (D)
                5'b00000: O = 32'b00000000000000000000000000000001;
                5'b00001: O = 32'b00000000000000000000000000000010;
                5'b00010: O = 32'b00000000000000000000000000000100;
                5'b00011: O = 32'b00000000000000000000000000001000;
                5'b00100: O = 32'b00000000000000000000000000010000;
                5'b00101: O = 32'b00000000000000000000000000100000;
                5'b00110: O = 32'b00000000000000000000000001000000;
                5'b00111: O = 32'b00000000000000000000000010000000;
                5'b01000: O = 32'b00000000000000000000000100000000;
                5'b01001: O = 32'b00000000000000000000001000000000;
                5'b01010: O = 32'b00000000000000000000010000000000;
                5'b01011: O = 32'b00000000000000000000100000000000;
                5'b01100: O = 32'b00000000000000000001000000000000;
                5'b01101: O = 32'b00000000000000000010000000000000;
                5'b01110: O = 32'b00000000000000000100000000000000;
                5'b01111: O = 32'b00000000000000001000000000000000;
                5'b10000: O = 32'b00000000000000010000000000000000;
                5'b10001: O = 32'b00000000000000100000000000000000;
                5'b10010: O = 32'b00000000000001000000000000000000;
                5'b10011: O = 32'b00000000000010000000000000000000;
                5'b10100: O = 32'b00000000000100000000000000000000;
                5'b10101: O = 32'b00000000001000000000000000000000;
                5'b10110: O = 32'b00000000010000000000000000000000;
                5'b10111: O = 32'b00000000100000000000000000000000;
                5'b11000: O = 32'b00000001000000000000000000000000;
                5'b11001: O = 32'b00000010000000000000000000000000;
                5'b11010: O = 32'b00000100000000000000000000000000;
                5'b11011: O = 32'b00001000000000000000000000000000;
                5'b11100: O = 32'b00010000000000000000000000000000;
                5'b11101: O = 32'b00100000000000000000000000000000;
                5'b11110: O = 32'b01000000000000000000000000000000;
                5'b11111: O = 32'b10000000000000000000000000000000;
                default: O = 32'b0;
            endcase
        end
    end
endmodule
module RF_REGISTER32 (
    output reg [31:0] Q,      
    output wire signed [31:0] Q_S,   
    input wire [31:0] D,      
    input wire LE, Clr, Clk   
);
    always @(posedge Clk) begin
        if (Clr) 
            Q <= 32'h00000000;
        else if (LE) 
            Q <= D;
    end
    assign Q_S = Q;
endmodule
module TP_REGISTER_FILE (
    output [31:0] PA, PB,     
    input [31:0] PW,          
    input [4:0] RA, RB, RW,   
    input Clk, LE             
);
    wire [31:0] O;                    
    wire [31:0] Qs0,Qs1,Qs2,Qs3,      
                Qs4,Qs5,Qs6,Qs7,
                Qs8,Qs9,Qs10,Qs11,
                Qs12,Qs13,Qs14,Qs15,
                Qs16,Qs17,Qs18,Qs19,
                Qs20,Qs21,Qs22,Qs23,
                Qs24,Qs25,Qs26,Qs27,
                Qs28,Qs29,Qs30,Qs31;
    RF_DECODER5x32 BD1 (O,RW,LE);        
    RF_REGISTER32 R0  (.Q(Qs0), .D(PW), .LE(O[0]),  .Clr(1'b0), .Clk(Clk));
    RF_REGISTER32 R1  (.Q(Qs1), .D(PW), .LE(O[1]),  .Clr(1'b0), .Clk(Clk));
    RF_REGISTER32 R2  (.Q(Qs2), .D(PW), .LE(O[2]),  .Clr(1'b0), .Clk(Clk));
    RF_REGISTER32 R3  (.Q(Qs3), .D(PW), .LE(O[3]),  .Clr(1'b0), .Clk(Clk));
    RF_REGISTER32 R4  (.Q(Qs4), .D(PW), .LE(O[4]),  .Clr(1'b0), .Clk(Clk));
    RF_REGISTER32 R5  (.Q(Qs5), .D(PW), .LE(O[5]),  .Clr(1'b0), .Clk(Clk));
    RF_REGISTER32 R6  (.Q(Qs6), .D(PW), .LE(O[6]),  .Clr(1'b0), .Clk(Clk));
    RF_REGISTER32 R7  (.Q(Qs7), .D(PW), .LE(O[7]),  .Clr(1'b0), .Clk(Clk));
    RF_REGISTER32 R8  (.Q(Qs8), .D(PW), .LE(O[8]),  .Clr(1'b0), .Clk(Clk));
    RF_REGISTER32 R9  (.Q(Qs9), .D(PW), .LE(O[9]),  .Clr(1'b0), .Clk(Clk));
    RF_REGISTER32 R10 (.Q(Qs10),.D(PW), .LE(O[10]), .Clr(1'b0), .Clk(Clk));
    RF_REGISTER32 R11 (.Q(Qs11),.D(PW), .LE(O[11]), .Clr(1'b0), .Clk(Clk));
    RF_REGISTER32 R12 (.Q(Qs12),.D(PW), .LE(O[12]), .Clr(1'b0), .Clk(Clk));
    RF_REGISTER32 R13 (.Q(Qs13),.D(PW), .LE(O[13]), .Clr(1'b0), .Clk(Clk));
    RF_REGISTER32 R14 (.Q(Qs14),.D(PW), .LE(O[14]), .Clr(1'b0), .Clk(Clk));
    RF_REGISTER32 R15 (.Q(Qs15),.D(PW), .LE(O[15]), .Clr(1'b0), .Clk(Clk));
    RF_REGISTER32 R16 (.Q(Qs16),.D(PW), .LE(O[16]), .Clr(1'b0), .Clk(Clk));
    RF_REGISTER32 R17 (.Q(Qs17),.D(PW), .LE(O[17]), .Clr(1'b0), .Clk(Clk));
    RF_REGISTER32 R18 (.Q(Qs18),.D(PW), .LE(O[18]), .Clr(1'b0), .Clk(Clk));
    RF_REGISTER32 R19 (.Q(Qs19),.D(PW), .LE(O[19]), .Clr(1'b0), .Clk(Clk));
    RF_REGISTER32 R20 (.Q(Qs20),.D(PW), .LE(O[20]), .Clr(1'b0), .Clk(Clk));
    RF_REGISTER32 R21 (.Q(Qs21),.D(PW), .LE(O[21]), .Clr(1'b0), .Clk(Clk));
    RF_REGISTER32 R22 (.Q(Qs22),.D(PW), .LE(O[22]), .Clr(1'b0), .Clk(Clk));
    RF_REGISTER32 R23 (.Q(Qs23),.D(PW), .LE(O[23]), .Clr(1'b0), .Clk(Clk));
    RF_REGISTER32 R24 (.Q(Qs24),.D(PW), .LE(O[24]), .Clr(1'b0), .Clk(Clk));
    RF_REGISTER32 R25 (.Q(Qs25),.D(PW), .LE(O[25]), .Clr(1'b0), .Clk(Clk));
    RF_REGISTER32 R26 (.Q(Qs26),.D(PW), .LE(O[26]), .Clr(1'b0), .Clk(Clk));
    RF_REGISTER32 R27 (.Q(Qs27),.D(PW), .LE(O[27]), .Clr(1'b0), .Clk(Clk));
    RF_REGISTER32 R28 (.Q(Qs28),.D(PW), .LE(O[28]), .Clr(1'b0), .Clk(Clk));
    RF_REGISTER32 R29 (.Q(Qs29),.D(PW), .LE(O[29]), .Clr(1'b0), .Clk(Clk));
    RF_REGISTER32 R30 (.Q(Qs30),.D(PW), .LE(O[30]), .Clr(1'b0), .Clk(Clk));
    RF_REGISTER32 R31 (.Q(Qs31),.D(PW), .LE(O[31]), .Clr(1'b0), .Clk(Clk));
    RF_MUX32x1 MUX_PA (PA, RA, 32'h0, 
                    Qs1,Qs2,Qs3,Qs4,Qs5,
                    Qs6,Qs7,Qs8,Qs9,Qs10,
                    Qs11,Qs12,Qs13,Qs14,Qs15,
                    Qs16,Qs17,Qs18,Qs19,Qs20,
                    Qs21,Qs22,Qs23,Qs24,Qs25,
                    Qs26,Qs27,Qs28,Qs29,Qs30,Qs31);
    RF_MUX32x1 MUX_PB (PB, RB, 32'h0, 
                    Qs1,Qs2,Qs3,Qs4,Qs5,
                    Qs6,Qs7,Qs8,Qs9,Qs10,
                    Qs11,Qs12,Qs13,Qs14,Qs15,
                    Qs16,Qs17,Qs18,Qs19,Qs20,
                    Qs21,Qs22,Qs23,Qs24,Qs25,
                    Qs26,Qs27,Qs28,Qs29,Qs30,Qs31);
endmodule 
--- run.sh ---
#!/bin/bash
# OpenROAD 26Q1-2900-gdf79404cd8, Yosys 0.63+post, stock flow scripts
make -C /OpenROAD-flow-scripts/flow DESIGN_CONFIG=/design/flow/config.mk WORK_HOME=/design/flow/orfs finish
--- config.mk ---
export PLATFORM = sky130hd
export DESIGN_NAME = TP_REGISTER_FILE
export DESIGN_NICKNAME = TP_REGISTER_FILE
export VERILOG_FILES = /design/flow/design.v
export SDC_FILE = /design/flow/constraint.sdc
export NUM_CORES = 4
export LEC_CHECK = 1
export CORE_UTILIZATION = 50
--- constraint.sdc ---
current_design TP_REGISTER_FILE

set clk_period 7.5
set clk_io_pct 0.2

create_clock -name clk0 -period $clk_period [get_ports {Clk}]

set non_clock_inputs [all_inputs -no_clocks]
set_input_delay [expr $clk_period * $clk_io_pct] -clock clk0 $non_clock_inputs
set_output_delay [expr $clk_period * $clk_io_pct] -clock clk0 [all_outputs]
==> impl_metrics.ini <==
; flow metrics
[grt]
track_usage = 0.526
busiest_layer = met2
met1_usage = 0.590
antenna_found_initial = 8
grt_pass1_vias = 37055
grt-ovfl-total = 0
grt_max_degree = 82
use_met3 = 0.472
grt_pass1_wl_um = 287000
met2_usage = 0.664

[place]
placed_cells_incl_taps = 4335
portBuffers = 112
dp_hpwl_um = 125000
dpl_cell_area_um2 = 47000
gp_congestion = 1.03
dp_slack_ns = 0.668

[synth]
syn_area_per_cell_um2 = 13.7
ys_seq_frac = 0.686
simple_gate_area_frac = 0.150
yosys-stat-cells = 3169
edf_count = 992
ys_types = 51
synth_flop_count = 992
ys_sh_adder = 0
synthAoiAreaFrac = 0.127
synth_cells = 3169
ys_async_sr_fraction = 0
mux_share = 0.00859
ys_area_um2 = 43400
synthFlopType = edfxtp_1
synthTopLogicFamily = simple AND/OR/NAND/NOR gates
yosys_warnings = 3
syn_area_um2 = 43400
xor_area_frac = 0

[floorplan]
dieArea_um2 = 88000
die_h_um = 297
die_w_um = 297
num_io_pins = 113
row_count = 107
core_util_floorplan = 0.508
core-area_um2 = 85500

[layout]
comb_area_um2 = 12800
fillers = 6418
final_cell_area_um2 = 50500
lay_top_cells = 992 x edfxtp_1, 476 x nand3_1, 416 x a22oi_1, 231 x and3_1, 198 x buf_4
area_growth_pct = 16.2
final-seq-area_um2 = 29800
finalNonFillerCells = 4529
drive_gt1_frac = 0.145
layout_top_cell = edfxtp_1

[timing]
fin_hold_ws_ns = 1.62
finalClockPeriodUsage = 0.953
hold_violations = 0
rsz0062_at_grt = no
fin_ws_ns = 0.356
clock.fmax_mhz = 140
report.final.slew_viol_count = 0
setup_violations = 0
tightest_slew_ns = 1.26
tns_ns = 0
min_period_ns = 7.14
slew_headroom = 0.136

[clocking]
cts_tree = built
cts.hold.buffers_added = 0
cts-buffers-inserted = 103
clock-sinks = 992
post_cts_resized = 0
cts_root_buf = clkbuf_16
clk_pin_slew_ns = 0.06
post_cts_buffers = 0
htreeDepth = 3
ctsLongestPathBuffers = 3

[route]
avgViaCountPerCell = 7.91
dr.pass1.iters = 10
wl_um = 211000
vias = 35806
drc = 0
drtIter0Drc = 4183
routedWlPerCell_um = 46.6
ant_nets = 0

[power]
ir_drop_uv = 202
power.switching_mw = 2.93
power_density_nw_per_um2 = 246
p_comb_frac = 0.070
pwr-share-seq = 0.500
p_sw_frac = 0.236
p_int_mw = 9.47
p_clk_frac = 0.430
power.leakage_nw = 16.7

[critical_path]
crit_type = input port to primary output
crit_path_end_kind = primary output
cp.required_ns = 6.00
cp-start-kind = input port
cp.arrival_ns = 5.64
crit_fanout = 14

[outcome]
status = finished, final reports clean

[min_path]
hp-class = input port to register

[run]
tool_warnings = 25
drv_cap = 0
per-stage QoR:
stage                      util  power, mW
final                     0.590       12.4
after global routing      0.590       12.6
after CTS                 0.590       12.3
after detailed placement  0.549       7.14
after global placement    0.549       7.14
after floorplan               -       6.60
Yosys cell counts (all sizes together) (2+ instances only):
master   number  share of area
nand4       189          0.027
a211oi        3        0.00052
a22oi       416          0.072
edfxtp      992           0.69
or4          34         0.0059
nor2         38         0.0033
buf          70         0.0075
and2         56         0.0081
and4b         2        0.00046
nor4         28         0.0040
a32oi        23         0.0046
or3b          4        0.00081
nor3         10         0.0012
and3b         7         0.0014
a31oi         3        0.00043
nor3b        13         0.0024
a221oi       56          0.011
nand2        35         0.0030
a21oi         4        0.00046
clkbuf      232          0.020
or3           2        0.00029
a222oi       38         0.0088
nor2b         8         0.0012
a2111oi      65          0.013
nor4bb        2        0.00046
inv           2        0.00017
nand3b        9         0.0016
mux2i         8         0.0018
o21ai         9         0.0010
a32o         10         0.0023
and3        232          0.033
mux2         22         0.0057
nand3       476          0.055
a22o         56          0.011
mux4          2         0.0010
nand2b        3        0.00043
layout make-up:
cell class	instances	share of cell area
inverter	2	0.000149
antenna	9	0.000446
timing repair buffer	324	0.0574
clock inverter	70	0.0169
tap	1144	0.0284
multi-input combinational	1873	0.254
sequential	992	0.590
clock buffer	115	0.0520
layer usage:
layer | vias to the layer above | wire length, um
met3 | 1019 | 46400
met5 | - | 1350
met4 | 44 | 16500
li1 | 13558 | -
met1 | 17065 | 60700
met2 | 4120 | 86000
worst max-delay path, stage by stage:
cell and delay [ns]:
clkdlybuf4s50_1 0.83, and3b_1 0.44, and2_2 0.52, a2111oi_0 1.19
nand3_1 0.14, or4_1 0.58, clkdlybuf4s50_1 0.43
cells by family (layout without fill, tap and decap cells):
group	count (synthesis)	after routing
simple gates	1151	1151
buf+inv	304	511
other cells	0	9
flops	992	992
compound gates	690	690
mux	32	32
final timing paths:
kind                  startpoint  slack, ns  cells past startpoint        end
worst max-delay path       RA[1]       0.36                      7     PA[14]
worst min-delay path      PW[11]       1.62                      2  R23.Q[11]
power by group through the flow:
stage	logic (mW)	clock network (mW)	registers (mW)
final	0.868	5.33	6.21
after global routing	0.876	5.52	6.21
after CTS	0.818	5.31	6.21
Power figures rest on the tool's default switching activity, not on a simulated workload.
